[run.sh]
#!/bin/bash
# OpenROAD 26Q1-2900-gdf79404cd8, Yosys 0.63+post, stock flow scripts
make -C /OpenROAD-flow-scripts/flow DESIGN_CONFIG=/design/flow/config.mk WORK_HOME=/design/flow/orfs finish
[design.v]
`timescale 1ns / 1ps
module DMA(
	input clk,
	input reset,
   input [3:0] dreq,
	input cs,
	input hack,
	inout mem_to_mem,	
	inout IO,
	inout [7:0] data,
	inout [3:0] A3_A0,
	inout eop ,
	output reg memory,
	output reg hreq,
	output reg [3:0] dack,
	output reg [3:0] A7_A4
	);
reg mem_to_mem_reg;
reg eop_reg;
reg IO_reg;
reg [7:0] data_reg;
reg [3:0] A3_A0_reg;
reg state;
parameter 	idle=1'b0,
			active=1'b1;
reg mem_to_mem_state;
parameter	 read=1'b1,
			 write=1'b0,
			 channel0=0,
			 channel1=1,
			 channel2=2,
			 channel3=3;
reg [7:0] current_address [0:3];
reg mem_to_mem_enable;			 
reg [3:0] mode;			 
reg [3:0] mask;
reg [7:0] temp;
always @(posedge clk or posedge reset) begin  
if (reset) begin
state<=idle;
mem_to_mem_state<=read;
eop_reg<=0;
data_reg<=0;
A3_A0_reg<=0;
mem_to_mem_enable<=1;
mode<=0;
mask<=0;
temp<=0; 
end
	else begin 
			case (state)
			idle: if(hack) begin 
					state <= active;
				  end			
				  else if (dreq != 0 || mem_to_mem ==1) begin
					hreq <= 1;
				  end
				else begin
							case ({cs,IO,A3_A0})
							6'b011000: mem_to_mem_enable <= data[0];
							6'b011011: mode <= data[3:0];
							6'b011111: mask <= data[3:0];
							6'b010000: current_address[channel0] <= data;
							6'b010010: current_address[channel1] <= data;
							6'b010100: current_address[channel2] <= data;
							6'b010110: current_address[channel3] <= data;
							default: state <= idle;
								endcase
					end
		active: begin
								state <= idle; 
								hreq <= 0;
						if(mem_to_mem_enable&&mem_to_mem) begin							
							case (mem_to_mem_state)
							read: begin
								mem_to_mem_state <= write;
								A3_A0_reg <=  current_address [channel0] [3:0] ;
								A7_A4 <= current_address [channel0] [7:4];
								memory <= read;
								temp <= data;
							end
							write: begin
								mem_to_mem_state <= read;
								A3_A0_reg <=  current_address [channel1] [3:0] ;
								A7_A4 <= current_address [channel1] [7:4];
								memory <= write;
								data_reg <= temp;
								mem_to_mem_reg <= 1'b1;
							end
							endcase
						end	
							if (dreq[channel0]== 1) begin
									A3_A0_reg <=  current_address [channel0] [3:0] ;
									A7_A4 <= current_address [channel0] [7:4]	;
									if(mode[channel0]==read) begin
										memory <= read;
										IO_reg <= write;
									end
									else begin
										memory <= write;
										IO_reg <= read;
									end
							end
							else if (dreq[channel1]== 1) begin
									A3_A0_reg <=  current_address [channel1] [3:0] ;
									A7_A4 <= current_address [channel1] [7:4]	;
									if(mode[channel1]==read) begin
										memory <= read;
										IO_reg <= write;
									end
									else begin
										memory <= write;
										IO_reg <= read;
									end
							end
							else if (dreq[channel2]== 1) begin
									A3_A0_reg <=  current_address [channel2] [3:0] ;
									A7_A4 <= current_address [channel2] [7:4]	;
									if(mode[channel2]==read) begin
										memory <= read;
										IO_reg <= write;
									end
									else begin
										memory <= write;
										IO_reg <= read;
									end
							end
							else if (dreq[channel3]== 1) begin
									A3_A0_reg <=  current_address [channel3] [3:0] ;
									A7_A4 <= current_address [channel3] [7:4]	;
									if(mode[channel3]==read) begin
										memory <= read;
										IO_reg <= write;
									end
									else begin
										memory <= write;
										IO_reg <= read;
									end
							end
					end
	endcase 
	end
end
	assign mem_to_mem = mem_to_mem_reg; 		 
	assign data = data_reg;
	assign A3_A0 = A3_A0_reg;
	assign eop = eop_reg; 
	assign IO = IO_reg;
endmodule
[constraint.sdc]
current_design DMA

set clk_period 1.4
set clk_io_pct 0.2

create_clock -name clk0 -period $clk_period [get_ports {clk}]

set non_clock_inputs [all_inputs -no_clocks]
set_input_delay [expr $clk_period * $clk_io_pct] -clock clk0 $non_clock_inputs
set_output_delay [expr $clk_period * $clk_io_pct] -clock clk0 [all_outputs]
[config.mk]
export PLATFORM = sky130hd
export DESIGN_NAME = DMA
export DESIGN_NICKNAME = DMA
export VERILOG_FILES = /design/flow/design.v
export SDC_FILE = /design/flow/constraint.sdc
export NUM_CORES = 4
export LEC_CHECK = 1
export CORE_AREA = 10 10 70 70
export DIE_AREA = 0 0 80 80
==> Changelog: implementation <==
### Changed

- Cells resized by post-CTS repair: 0
- Vias in the first global route: ~200
- Top Family by Delay on Critical Path: buffers and inverters
- Crit path cell chain: clkdlybuf4s50_1
- Fin crit share: between 90 and 100%
- Synth warn: 6
- Setup Skew: roughly 8.9 ps
- Vias: between 150 and 200
- Violation tally from detailed-route iteration zero: 1
- First-pass GRT wire length: roughly 900 um
- Core Area: 0.003416 mm^2
- Setup Fix Bufs, Post-CTS: 0
- Crit path kind: reg2out
- Commonest Layout Cell: conb_1
- # rows: 21
- Worst EP arrival: 1010 ps
- CP peak stage delay: around 460 ps
- Post-Syn Instances: 37
- Count of tool warnings: 26
- Cells in synth_stat.txt: 37
- Setup TNS: 0 ps
- NetSw: about 79 uW
- Slew Limit Fails: 0
- Worst-path maximum fanout: 1
- RSZ-0062 raised after global routing: false
- Clock Root Buffer: clkbuf_4
- Overall Global Routing Usage: 1.787%
- P&R area growth vs syn: 20.97%
- CTS clock-pin slew for the worst setup and hold paths: about 40 ps
- Longest Clk Path Bufs: 2
- Top cells excl fill/tap: conb_1, clkdlybuf4s50_1, clkbuf_4
- Leakage power: approximately 0.00019 uW
- Vias per Instance: 1.892
- Power Density: ~920 mW/mm^2
- Outcome: complete, no violations
- Sequential Power Share: 44.9%
- Switching share of power: between 20% and 30%
- Initial antenna violation count: 0
- WL final: 640 um
- Port buffer count: 8
- Pint: 291.1 uW
- DRC: 0
- Max-cap viol count: 0
- CTS buffer count: 3
- Gr ovfl total: 0
- R2R setup slack: between 500 and 600 ps
- Final core utilization: 11.83%
- DP Wirelength: between 500 and 600 um
- Seq cells post-synth: 4
- Peak supply drop: approximately 200 uV
- Seq share, synth: 33.33%
- Share of layout cells above drive strength 1: between 8 and 9%
- Sink Count: 4
- Die area: around 0.0064 mm^2
- Chip height: 80 um
- # diodes: 0
- Yosys cell types: 11
- H-tree levels: 1
- Avg WL per Cell: slightly below 7 um
- Hold violation count in the final report: 0
- Buf/Inv on CP: 1
- Drt pass-1 iters: 2
- Largest net degree at the start of global routing: 4
- Final Wtd Congestion: 0.7066
- Worst Setup Start Kind: flop
- Floorplan Utilization: slightly below 10%
- CP max stage cell: clkdlybuf4s50_1
- Synthesized area: about 330 um^2
- Clock network power share: 43.4%
- Max Freq: about 0.78 GHz
- Io pins: 33
- YS chip area: around 330 um^2
- Minimum clock period: between 1000 and 1500 ps
- Syn avg cell area: 9.029 um^2
- Die width: around 80 um
- Final setup violation count: 0
- Hold WC Path Type: in2async
- Final ANT Viol Nets: 0
- Crit path capture type: output pin
- Clk Latency, worst-skew pair: 240 ps
- Fill cells: roughly 410
- CTS tree: yes
- CP required: 1120 ps
- Combinational share of power: 11.7%
- Cts hold-fix bufs: 0
## flip-flops by register name (all words and copies together), names as in the netlist
signal	count
hreq	1
mem_to_mem_state	1
memory	1
state	1
## final cells by class
type	count	area (um^2)	area share [%]
Timing Repair Buffer	8	80.08	19.81
Clock buffer	4	26.28	6.502
Inverter	2	7.507	1.858
Multi-Input combinational cell	29	121.4	30.03
Sequential cell	4	111.4	27.55
Tap cell	46	57.56	14.24
## power by group through the flow
stage | logic [uW] | registers [uW] | clock network (uW)
5_1_grt | 53.6 | 172 | 182
6_report | 43.4 | 166 | 161
4_1_cts | 46.4 | 167 | 170
## stage by stage
| stage | setup slack, ps | cells | hold slack (ps) | total power [uW] | cell area, um^2 |
|---|---|---|---|---|---|
| finish | 113.0 | 93 | 255.1 | 370.1 | 404.1 |
| global route | 54.54 | 93 | 261.6 | 407.7 | 404.1 |
| CTS | 95.00 | 93 | 248.5 | 384.0 | 404.1 |
| detailed placement | 161.7 | 89 | 459.6 | 214.3 | 377.9 |
| global placement | 140.0 | 89 | 448.7 | 213.9 | 377.9 |
| floorplan | 601.7 | 58 | 20.46 | 227.7 | 412.9 |
## Yosys cell counts
cell,n,share of area [%]
dfrtp_1,1,7.5
xor2_1,1,2.6
and2_1,1,1.9
nor4_1,1,1.9
dfstp_2,1,7.9
inv_1,2,2.2
nor2_1,2,2.2
buf_4,23,52
nor2b_1,1,1.9
edfxtp_1,2,18
conb_1,2,2.2
## kinds of logic after synthesis
| group | share of synthesized area (%) |
|---|---|
| buf+inv | 53.93 |
| xor+xnor | 2.622 |
| simple gates | 7.870 |
| flops | 33.33 |
| other cells | 2.248 |
## final timing paths
check,startpoint,to,depth (start not counted)
worst max-delay path,memory,memory,1
worst min-delay path,reset,state,2
worst max register to register,state,hreq,2
worst min register to register,state,mem_to_mem_state,1
max in group asynchronous,reset,mem_to_mem_state,2
min in group clk0,state,mem_to_mem_state,1
## metal layers
metal / vias up / track usage, % / routed length, um
li1: 84 / - / -
met1: 70 / 2.139 / 256
met2: 22 / 2.087 / 239
met3: 0 / 2.045 / 143
met4: 0 / 0.1761 / 0
met5: - / 0 / 0
No activity file was given, so power comes from the tool's default toggle rates.
